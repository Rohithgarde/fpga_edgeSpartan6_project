[./design.v]
module clk329hz(
    input clk_50MHz,
    input reset_button,
    output clk_4
    );
    reg [25:0] ctr_reg = 0;                
    reg clk_out_reg = 0;
    always @(posedge clk_50MHz or posedge reset_button)
        if(reset_button) begin
            ctr_reg <= 0;
            clk_out_reg <= 0;
        end
		  else
            if(ctr_reg == 75750) begin  
                ctr_reg <= 0;
                clk_out_reg <= ~clk_out_reg;
            end
            else
                ctr_reg <= ctr_reg + 1;
    assign clk_4 = clk_out_reg;
endmodule
[./run.sh]
#!/bin/bash
# OpenROAD 26Q1-2900-gdf79404cd8, Yosys 0.63+post, stock flow scripts
make -C /OpenROAD-flow-scripts/flow DESIGN_CONFIG=/design/flow/config.mk WORK_HOME=/design/flow/orfs finish
[./config.mk]
export PLATFORM = sky130hd
export DESIGN_NAME = clk329hz
export DESIGN_NICKNAME = clk329hz
export VERILOG_FILES = /design/flow/design.v
export SDC_FILE = /design/flow/constraint.sdc
export NUM_CORES = 4
export LEC_CHECK = 1
export CORE_AREA = 10 10 106 106
export DIE_AREA = 0 0 116 116
[./constraint.sdc]
current_design clk329hz

set clk_period 4.3
set clk_io_pct 0.2

create_clock -name clk0 -period $clk_period [get_ports {clk_50MHz}]

set non_clock_inputs [all_inputs -no_clocks]
set_input_delay [expr $clk_period * $clk_io_pct] -clock clk0 $non_clock_inputs
set_output_delay [expr $clk_period * $clk_io_pct] -clock clk0 [all_outputs]
==> Changelog: implementation <==
### Metrics

- DRT iter0 DRCs: 110
- MI comb area: 641 µm²
- Distinct cells, synth: 25
- Crit path max fanout: 2
- PortBufs: 2
- Post-Route WL: 2.41 mm
- Critical-path cell list: clkdlybuf4s50_1
- Clock Sinks: 27
- CTS Buf Count: 3
- Worst R2R Start: ctr_reg[15]
- Peak supply drop: 0.000102 V
- DRC violations left: 0
- Worst-path clk slew: 0.08 ns
- Via count: 962
- Chip area in the Yosys report: 1350 µm²
- Max stage delay cell, worst path: clkdlybuf4s50_1
- Slew HR: 0.449
- Ys Warns: 1
- RR Endpoint: clk_out_reg
- Worst Setup Start Kind: flop
- Setup Viol. Count Final: 0
- Crit-path max cell delay: 0.47 ns
- 1st-pass router iterations: 4
- Post-detail-place hpwl: 1.66 mm
- Clk_skew: 0.00513 ns
- Post-CTS Hold Fix Bufs: 0
- Number of global-route vias before repair: 964
- Hold Path End: clk_out_reg
- Final min period: 1.95 ns
- Fin worst setup slack: 2.35 ns
- Final Max Tran Viols: 0
- Met1 usage: 0.0609
- FF-to-FF setup slack: 2.37 ns
- First-pass GRT wire length: 4.49 mm
- Run status: finished, final reports clean
- Vias per cell: 3.93
- Met3 Usage GRT: 0.00733
- # resized after CTS: 0
- Largest register FFs: 26
- Seq share, synth: 0.500
- CTS HTree Levels: 1
- Hold Crit Start: clk_out_reg
- Setup bufs post-CTS: 0
- Fmax achieved: 512 MHz
- Die X: 116 µm
- Antenna Nets Post-Route: 0
- Hold Fails Final Rpt: 0
- Crit path DRT: 3.44 ns
- Routability congestion estimate: 0.836
- Setup WS pre-CTS: 2.37 ns
- Clk buf depth: 2
- Data arrival, critical path: 1.09 ns
- Largest net degree at the start of global routing: 28
- Family with the most delay on the worst path: buffers and inverters
- Starting utilization of the core area: 0.153
- Crit Path Category: flop to output port
- Clk latency late pin: 0.27 ns
- RSZ-0062 raised after global routing: false
- Maxcap violations: 0
- Leak: 0.632 nW
- Hold Path Depth: 1
- GRT Total Usage: 0.0392
- Avg Synthesized Cell Area: 10.2 µm²
- Register area: 676 µm²
- HP Class: flop to flop
- CP Buf/Inv Count: 1
- Syn Inst Count: 133
- Root Buffer: clkbuf_8
- Die area: 13,500 µm²
- Yosys stat cell total: 133
- Log Warnings: 26
- Core box area: 8850 µm²
- Pwr Density: 260 nW/µm²
- Num rows: 34
- Routed wire per std cell: 9.83 µm
- Syn-to-layout area delta: 14.3%
- Die height: 116 µm
- Total power: 401 µW
- Gr busiest metal: met1
- Final TNS setup: 0 ns
- TritonCTS clock tree: yes
- Met2 Use GR: 0.0573
- Worst slew pin tran: 0.823 ns
- Filler Cell Count: 969
- Reg2reg path depth: 4
- Number of diodes: 0
- Initial antenna violation count: 0
- Seq cells post-synth: 27
- Top-Level Pins: 3
- Crit share post-route: 0.454
- Critical Path End Type: output port
- Layout cell share with drive strength beyond 1: 0.0657
- Synth Cell Area: 1350 µm²
- Grt total ovfl: 0
==> area by class of cell <==
class / instances / area share
clock buffer: 4 / 0.0292
inverter: 5 / 0.0122
multi-input combinational: 98 / 0.415
sequential: 27 / 0.438
tap: 108 / 0.0876
timing repair buffer: 3 / 0.0178
==> Yosys cell counts <==
master   number  share of area
a21oi_1       1         0.0037
and2_1        1         0.0046
and3_1        4          0.019
and4_1        1         0.0065
buf_2         3          0.011
dfrtp_1      27           0.50
ha_1          2          0.019
inv_1         5          0.014
nand2_1       6          0.017
nand3_1      12          0.044
nand3_2       1         0.0074
nand4_1      10          0.046
nand4_2       1         0.0093
nor2_1       14          0.039
nor2b_1       1         0.0046
nor3_1        7          0.026
nor3_2        1         0.0074
nor4_1        6          0.028
nor4_2        2          0.019
nor4b_1       1         0.0065
o21ai_0       1         0.0037
or2_1         1         0.0046
or3_1         1         0.0046
xnor2_1      17           0.11
xor2_1        7          0.045
==> layout by cell type, fill, tap and decap left out, drive strengths merged <==
cell type / count
and2: 1
nor2: 14
and4: 1
nand3: 13
xor2: 7
and3: 4
nand4: 11
xnor2: 17
ha: 2
nor4: 8
inv: 5
or3: 1
a21oi: 1
nor2b: 1
nor3: 8
nor4b: 1
nand2: 6
clkdlybuf4s50: 2
dfrtp: 27
buf: 1
o21ai: 1
clkbuf: 4
or2: 1
==> report_power, final <==
| group | internal [mW] | total (mW) | switching, mW |
|---|---|---|---|
| Clock | 0.0662 | 0.141 | 0.0744 |
| Combinational | 0.00146 | 0.00628 | 0.00482 |
| Sequential | 0.254 | 0.254 | 0 |
==> logic make-up (layout without fill, tap and decap cells) <==
kind of cell	after synthesis	count (layout)	synth area share
buffers and inverters	8	12	0.0250
DFF	27	27	0.500
AOI/OAI and AO/OA	2	2	0.00741
xor gates and xnor gates	24	24	0.156
and+or+nand+nor	70	70	0.293
adders and majority gates	2	2	0.0185
==> per-layer routing <==
| layer | vias to the layer above | routed length [µm] | part of all wire |
|---|---|---|---|
| li1 | 476 | - | - |
| met1 | 457 | 1230 | 0.51 |
| met2 | 29 | 1050 | 0.44 |
| met3 | 0 | 120 | 0.050 |
| met4 | 0 | 0 | 0 |
| met5 | - | 0 | 0 |
==> per-stage QoR <==
step           std cells  hold WS [ns]  instance area [µm²]  utilization
5_1_grt              245         0.499                 1540        0.174
2_1_floorplan        133         0.420                 1350            -
6_report             245         0.466                 1540        0.174
3_3_place_gp         241         0.457                 1500        0.169
4_1_cts              245         0.473                 1540        0.174
3_5_place_dp         241         0.457                 1500        0.169
==> worst max-delay path by stage <==
stage | from | endpoint | slack (ns) | cells after the start
CTS | clk_out_reg | clk_4 | 2.32 | 1
global route | ctr_reg[15] | clk_out_reg | 2.15 | 4
finish | clk_out_reg | clk_4 | 2.35 | 1
Power figures rest on the tool's default switching activity, not on a simulated workload.

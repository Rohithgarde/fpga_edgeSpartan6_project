$ cat /design/flow/run.sh
#!/bin/bash
# OpenROAD 26Q1-2900-gdf79404cd8, Yosys 0.63+post, stock flow scripts
make -C /OpenROAD-flow-scripts/flow DESIGN_CONFIG=/design/flow/config.mk WORK_HOME=/design/flow/orfs finish
$ cat /design/flow/config.mk
export PLATFORM = sky130hd
export DESIGN_NAME = clk261hz
export DESIGN_NICKNAME = clk261hz
export VERILOG_FILES = /design/flow/design.v
export SDC_FILE = /design/flow/constraint.sdc
export NUM_CORES = 4
export LEC_CHECK = 1
export CORE_AREA = 10 10 96 96
export DIE_AREA = 0 0 106 106
$ cat /design/flow/constraint.sdc
current_design clk261hz

set clk_period 5.6
set clk_io_pct 0.2

create_clock -name clk0 -period $clk_period [get_ports {clk_50MHz}]

set non_clock_inputs [all_inputs -no_clocks]
set_input_delay [expr $clk_period * $clk_io_pct] -clock clk0 $non_clock_inputs
set_output_delay [expr $clk_period * $clk_io_pct] -clock clk0 [all_outputs]
$ cat /design/flow/design.v
module clk261hz(
    input clk_50MHz,
    input reset_button,
    output clk_0
    );
    reg [25:0] ctr_reg = 0;                
    reg clk_out_reg = 0;
    always @(posedge clk_50MHz or posedge reset_button)
        if(reset_button) begin
            ctr_reg <= 0;
            clk_out_reg <= 0;
        end
		  else
            if(ctr_reg == 95000) begin  
                ctr_reg <= 0;
                clk_out_reg <= ~clk_out_reg;
            end
            else
                ctr_reg <= ctr_reg + 1;
    assign clk_0 = clk_out_reg;
endmodule
==> results.json <==
{
  "run_status": "finished, final reports clean",
  "cts_buffers": 3,
  "htree_levels": 1,
  "wl_um": 2350,
  "yosys_area_sq_mm": 0.00139,
  "synthCells": 128,
  "numSynthFlops": 27,
  "clk_latency_ns": 0.27,
  "postLayoutCellArea_sq_mm": 0.00158,
  "setup_slack_ns": 3.37,
  "remaining_drc_errors": 0,
  "end_kind": "output port",
  "cts-root-buf": "clkbuf_8",
  "drive_above_1_share": 0.135,
  "lay_top_count": "dfrtp_1",
  "grt.busiest_layer": "met1",
  "grt_pass1_vias": 927,
  "cp_slowest_cell": "clkdlybuf4s50_1",
  "vias": 903,
  "ys_seq_frac": 0.485,
  "logic_area_sq_um": 687,
  "max_freq_mhz": 449,
  "avgSynthCellArea_sq_um": 10.9,
  "post-place-ws_ns": 3.66,
  "regArea_sq_um": 676,
  "cp_slowest_stage_delay_ns": 0.47,
  "skew_ns": 0.00783,
  "die_x_um": 106,
  "clk_path_buf_depth": 2,
  "overflow": 0,
  "slew_violations": 0,
  "critical_path_buf_inv_count": 1,
  "grt_pass1_wl_um": 4340,
  "tool_warnings": 26,
  "fp_util": 0.193,
  "cp.required_ns": 4.48,
  "critical-path-top-delay-family": "buffers and inverters",
  "ant_nets": 0,
  "place_hpwl_um": 1660,
  "use_met3": 0.00856,
  "coreArea_sq_mm": 0.00721,
  "maxSlewHeadroom": 0.522,
  "power_density_mw_per_mm2": 196,
  "ir_drop_mv": 0.114,
  "cts_resized": 0,
  "ys_warn_count": 1,
  "worst_pin_slew_ns": 0.712,
  "drv_cap": 0,
  "cts_tree": "done",
  "crit_arrival_ns": 1.11,
  "min_period_ns": 2.23,
  "postCtsSetupBuffers": 0,
  "place_area_sq_mm": 0.00153,
  "dr.first_iter.drc_count": 33,
  "path_max_fanout": 2,
  "detail_route.vias_per_cell": 3.89,
  "rows": 31,
  "chipArea_sq_mm": 0.0112,
  "rsz0062_at_grt": "false",
  "crit_chain": "clkdlybuf4s50_1",
  "antenna_found_initial": 0,
  "ys_cells": 128,
  "dr.pass1.iters": 4,
  "worst-setup-path-type": "register to output port",
  "setup_viol": 0,
  "gp_congestion": 0.831,
  "gr-usage-all-layers": 0.0438,
  "finalHoldViolations": 0,
  "gr-usage-met1": 0.0670,
  "fin_crit_sh": 0.398,
  "startpoint_type": "register",
  "portBuffers": 2,
  "io_pins": 3,
  "power_leakage_nw": 0.704,
  "yosysUniqueCellTypes": 24,
  "holdBufCountCts": 0,
  "insertedDiodeCount": 0,
  "hold_class": "register to register",
  "fillCellCount": 797,
  "setup_tns_ns": 0,
  "dieHeight_um": 106,
  "clock_sinks": 27,
  "clk_pin_slew_worst_paths_ns": 0.09,
  "wire_per_inst_um": 10.1,
  "largest_reg_flops": 26,
  "area_delta_synth_final_pct": 13.1,
  "r2r_setup_slack_ns": 3.78,
  "lay_top_cells": "dfrtp_1 (27), nor2_1 (16), xor2_1 (14)",
  "grt.met2_usage": 0.0645,
  "grt_max_degree": 28,
  "syn_area_sq_mm": 0.00139
}
layer usage:
metal / wire (um) / vias to the layer above
met3: 52 / 2
li1: - / 457
met4: 6 / 0
met1: 1240 / 439
met5: 0 / -
met2: 1050 / 5
kinds of logic after synthesis:
logic type | after synthesis | share of synthesized area
adders and majority gates | 2 | 0.0180
buffers and inverters | 6 | 0.0216
and+or+nand+nor | 68 | 0.318
DFF | 27 | 0.485
xor gates and xnor gates | 25 | 0.157
synthesized netlist by cell type:
cell / number / area (sq um)
and4_1: 3 / 26.3
nor4_1: 4 / 25.0
nand2_1: 7 / 26.3
nor4_2: 1 / 12.5
nand4_4: 1 / 21.3
nor3_2: 5 / 50.1
ha_1: 2 / 25.0
nor4b_2: 2 / 30.0
nor2b_1: 1 / 6.26
nor4_4: 1 / 21.3
nor3_1: 2 / 10.0
and3_1: 5 / 31.3
buf_4: 2 / 15.0
nand3_1: 10 / 50.1
nand4_2: 1 / 12.5
nand4_1: 6 / 37.5
xor2_1: 14 / 123
inv_1: 4 / 15.0
dfrtp_1: 27 / 676
or2_1: 1 / 6.26
nand2_2: 1 / 6.26
nor2_1: 16 / 60.1
xnor2_1: 11 / 96.3
and4_2: 1 / 10.0
through the flow:
| step | utilization | hold slack (ns) | std cells | power, mW |
|---|---|---|---|---|
| final | 0.218 | 0.468 | 232 | 0.309 |
| after global routing | 0.218 | 0.484 | 232 | 0.324 |
| after global placement | 0.212 | 0.453 | 228 | 0.204 |
| after detailed placement | 0.212 | 0.459 | 228 | 0.204 |
| after floorplan | - | 0.420 | 128 | 0.202 |
| after CTS | 0.218 | 0.474 | 232 | 0.313 |
power by group:
part	internal [mW]	leakage [nW]	switching, mW
Sequential	0.195	0.368	0
Clock	0.0498	0.0255	0.0595
Combinational	0.00112	0.311	0.00370
final cells by class:
cell class	instances	area share
clock buffers	3	0.0262
clock inverters	1	0.00318
inverters	4	0.00953
multi-input cells	95	0.436
flip-flops and latches	27	0.429
well taps	99	0.0786
repair buffers	3	0.0175
worst paths after layout:
path	startpoint	end	cells past startpoint
worst min register to register	clk_out_reg$_DFFE_PP0N_	clk_out_reg$_DFFE_PP0N_	1
min in group asynchronous	reset_button	ctr_reg[5]$_DFF_PP0_	3
max in group asynchronous	reset_button	ctr_reg[20]$_DFF_PP0_	3
worst min-delay path	clk_out_reg$_DFFE_PP0N_	clk_out_reg$_DFFE_PP0N_	1
worst max-delay path	clk_out_reg$_DFFE_PP0N_	clk_0	1
worst max register to register	ctr_reg[12]$_DFF_PP0_	clk_out_reg$_DFFE_PP0N_	4
No activity file was given, so power comes from the tool's default toggle rates.

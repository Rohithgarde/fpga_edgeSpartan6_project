--- ./config.mk ---
export PLATFORM = sky130hd
export DESIGN_NAME = clk415hz
export DESIGN_NICKNAME = clk415hz
export VERILOG_FILES = /design/flow/design.v
export SDC_FILE = /design/flow/constraint.sdc
export NUM_CORES = 4
export LEC_CHECK = 1
export CORE_AREA = 10 10 96 96
export DIE_AREA = 0 0 106 106
--- ./constraint.sdc ---
current_design clk415hz

set clk_period 4.3
set clk_io_pct 0.2

create_clock -name clk0 -period $clk_period [get_ports {clk_50MHz}]

set non_clock_inputs [all_inputs -no_clocks]
set_input_delay [expr $clk_period * $clk_io_pct] -clock clk0 $non_clock_inputs
set_output_delay [expr $clk_period * $clk_io_pct] -clock clk0 [all_outputs]
--- ./design.v ---
module clk415hz(
    input clk_50MHz,
    input reset_button,
    output clk_8
    );
    reg [25:0] ctr_reg = 0;                
    reg clk_out_reg = 0;
    always @(posedge clk_50MHz or posedge reset_button)
        if(reset_button) begin
            ctr_reg <= 0;
            clk_out_reg <= 0;
        end
		  else
            if(ctr_reg == 60000) begin  
                ctr_reg <= 0;
                clk_out_reg <= ~clk_out_reg;
            end
            else
                ctr_reg <= ctr_reg + 1;
    assign clk_8 = clk_out_reg;
endmodule
--- ./run.sh ---
#!/bin/bash
# OpenROAD 26Q1-2900-gdf79404cd8, Yosys 0.63+post, stock flow scripts
make -C /OpenROAD-flow-scripts/flow DESIGN_CONFIG=/design/flow/config.mk WORK_HOME=/design/flow/orfs finish
==> notes.md <==
Synthesis and PnR results.

- The flow ran to the end, and the final reports show no timing, DRC or antenna violations.
- The transition time at the pin with the least slew margin is 0.6059 ns.
- The cell area after synthesis is 0.001314 mm^2.
- The CTS clock-pin slew for the worst setup and hold paths is 0.09 ns.
- The post-synthesis share of cell area spent on and, or, nand and nor gates reads 27.52%.
- The setup TNS after final layout is 0 ns.
- The area added between synthesis and finish reads 14.76%.
- Looking at the clock tree report, the H-tree level count equals 1.
- The final instance area reads 0.001508 mm^2.
- The data required time of the critical path reads 4.46 ns.
- Of the total synthesized cell area, the portion taken by full adders, half adders and majority gates is 1.905%.
- In this run, synthesis produced a sequential element count of 27.
- Of the cells placed in the final design, the portion with a size suffix greater than 1 is 8.661%.
- In this run the maximum-capacitance check reported violations numbering 0.
- The number of buffers inserted for hold repair after clock tree synthesis reads 0.
- The count of standard-cell rows is 31.
- The dominant synthesized flop cell reads dfrtp_1.
- In the final report, the number of pins over their slew limit comes to 0.
- The setup skew after layout is 0.003212 ns.
- The biggest area consumer among synthesized cells is dfrtp_1.
- After detailed routing, the average wire length per cell comes to 10.06 um.
- The CTS tree reads built.
- The number of distinct library cells after synthesis reads 22.
- The number of top-level pins reads 3.
- The height of the die is 106 um.
- The area taken by sequential standard cells is reported as 675.6 um^2.
- Summed over all routing layers, the global router reports a total usage of 4.188%.
- The routed wire length is 2273 um.
- The fraction of synthesis flops using an asynchronous set or reset pin reads 100.0%.
- The post-place instance area is 0.001463 mm^2.
- The final-report hold violation count reads 0.
- The total congestion overflow reads 0.
- The placed wire-length estimate after detailed placement reads 1581 um.
- The power per unit of standard cell area reads 264.5 mW/mm^2.
- STA reports the tightest min-delay check as being of type reg2reg.
- The number of nets with antenna violations after detailed routing reads 0.
- The mux contribution to synthesized area reads 0%.
- The number of flip-flops under the largest register name reads 26.
- The proportion of synthesized chip area in sequential cells is 51.43%.
- The post-synthesis instance total is 121.
- The core utilization of the finished layout is 20.90%.
- Before placement the cells fill 18.21% of the core.
- The leakage power reads 0.6603 nW.
- The area inside the core boundary reads 0.007214 mm^2.
- The count of TritonRoute iterations in the first routing pass reads 4.
- The normalized max-slew margin is 59.24%.
- The OpenROAD warning count is 26.
- After synthesis, the most frequently instantiated cells are dfrtp_1, xnor2_1, nor2_1.
- The final setup violation count reads 0.
- The number of DRC markers in iteration 0 reads 23.
- In the final layout, the multi-input gates occupy 605.6 um^2.
- The number of diodes added for antenna fixing is 0.
- The startpoint-to-endpoint class of the critical path is reg2reg.
- The count of instantiated cells in the yosys netlist is 121.
- The stat command in Yosys gives a chip area of 0.001314 mm^2.
- Yosys shows that the main logic family after synthesis is simple AND/OR/NAND/NOR gates.
- The TritonCTS buffer count reads 3.
- The area share of xor/xnor cells in the synthesized design reads 16.67%.
- Per the synthesis report, the single largest cell type by area occupies 51.43% of cell area.
- The source-to-sink clock delay at the later pin of the worst-skew pair reads 0.27 ns.
- Post-route period utilization is reported as 46.18%.
- The synthesized area per cell is 10.86 um^2.
- Once the clock tree was built, the setup fixing pass inserted 0 buffers.
- The congestion estimate from routability-driven global placement came to 0.7673.
- The compound-gate portion of the synthesized area is 0%.
- The highest attainable clock frequency reads 503.5 MHz.
- Looking at the gate-level netlist, the highest instance count belongs to dfrtp_1.
- The initial antenna violation count was 0.
- The number of flops mapped to enable cells by yosys is 0.
- The first global-routing pass estimated 4043 um of wire.
- The maximum fanout count along the critical path reads 6.
- Counting every sink on the clock net gives 27.
- The worst setup margin reads 2.314 ns.
- The maximum vdd drop is 0.2253 mV.
- By area the synthesized netlist is led by dfrtp_1, xnor2_1, xor2_1.
- The ratio of routed vias to standard cells is 3.717.
- Logged for this run, the post-placement worst setup slack is 2.357 ns.
- The kind of start point of the critical path is a register.
- The worst setup path is captured at a register.
- The post-detailed-route DRC marker count is 0.
- The number of cells after detailed placement reads 222.
- According to the floorplan report, the total die area is 0.01124 mm^2.
- The placement report lists the number of port buffers as 2.
- Setup repair after global routing left no endpoint under its margin.
- The largest net degree at the start of global routing reads 28.
- Summing over every cut layer, the via total after detailed routing is 840.
- The number of instances resized during post-cts repair reads 0.
- The die span in x is 106 um.
- The number of cells in the finished layout apart from fillers is 226.
- CTS placed an instance of clkbuf_8 at the clock tree root.
- At the worst endpoint, the arrival time is 2.15 ns.
- The maximum buffer depth of the clock tree is 2.
- The worst path in the final design needs a cycle of 1.986 ns, including I/O delays and setup.
- The number of global-route vias before repair reads 838.
- The filler cell count in the final layout reads 806.
- The number of warnings reported in the yosys synthesis log is 1.
[where the power goes]
group          internal [mW]  switching, mW  total (mW)
registers              0.254              0       0.254
clock network         0.0662         0.0726       0.139
logic                0.00146        0.00492     0.00638
total                  0.321         0.0775       0.399
[per-layer routing]
layer / wire [um] / up-vias / GRT usage, %
met5: 0 / - / 0
met4: 0 / 0 / 0.1934
met3: 93 / 0 / 1.223
met2: 950 / 17 / 6.095
met1: 1230 / 392 / 6.317
li1: - / 431 / -
[worst max-delay path, cell delays in order, from the launching register on]
cell and delay (ns):
dfrtp_1 0.42, ha_1 0.21, nand3_1 0.25, nor4_2 0.63, nand4_1 0.21, xnor2_1 0.16
[logic make-up (layout without fill, tap and decap cells)]
group	Yosys count	in the layout
flip-flops	27	27
buffers and inverters	8	14
adder cells (fa/ha/maj)	2	2
XOR/XNOR	25	25
AND/OR/NAND/NOR	59	59
[cell usage in the layout (no fill, tap or decap)]
cell	netlist	final
nor4_1	4	4
nand4_4	1	1
nor4_2	2	2
nor4b_1	1	1
ha_1	2	2
nor4_4	1	1
xor2_1	8	8
or4_4	1	1
nor4bb_1	1	1
nand4_1	6	6
nand3_1	11	11
and4_1	1	1
nor2_1	15	15
dfrtp_1	27	27
clkbuf_8	0	3
nor2b_1	1	1
buf_4	0	2
nor3_1	5	5
clkdlybuf4s50_1	0	2
xnor2_1	17	17
clkbuf_1	0	1
and3_1	3	3
nand2_1	5	5
inv_1	6	6
nand4_2	1	1
[layout make-up]
| class | instances | share of cell area [%] |
|---|---|---|
| Sequential cell | 27 | 44.81 |
| Inverter | 6 | 1.494 |
| Timing Repair Buffer | 4 | 2.324 |
| Tap cell | 99 | 8.216 |
| Multi-Input combinational cell | 86 | 40.17 |
| Clock buffer | 4 | 2.988 |
[stage by stage]
step | power (mW) | hold slack (ns)
2_1_floorplan | 0.2625 | 0.4204
3_3_place_gp | 0.2656 | 0.4573
3_5_place_dp | 0.2656 | 0.4608
4_1_cts | 0.4078 | 0.4781
5_1_grt | 0.4180 | 0.4962
6_report | 0.3988 | 0.4746
[path summary, 6_finish.rpt]
path | to | from | slack, ns | cells past startpoint
max in group asynchronous | ctr_reg[5]$_DFF_PP0_ | reset_button | 3.08 | 3
min in group asynchronous | ctr_reg[25]$_DFF_PP0_ | reset_button | 0.96 | 3
max reg2reg | ctr_reg[24]$_DFF_PP0_ | ctr_reg[0]$_DFF_PP0_ | 2.31 | 5
min reg2reg | clk_out_reg$_DFFE_PP0N_ | clk_out_reg$_DFFE_PP0N_ | 0.47 | 1
min | clk_out_reg$_DFFE_PP0N_ | clk_out_reg$_DFFE_PP0N_ | 0.47 | 1
max | ctr_reg[24]$_DFF_PP0_ | ctr_reg[0]$_DFF_PP0_ | 2.31 | 5
Power is estimated from default activity; no workload was simulated.
